`/design/flow/run.sh`:
```
#!/bin/bash
# OpenROAD 26Q1-2900-gdf79404cd8, Yosys 0.63+post, stock flow scripts
make -C /OpenROAD-flow-scripts/flow DESIGN_CONFIG=/design/flow/config.mk WORK_HOME=/design/flow/orfs finish
```
`/design/flow/config.mk`:
```
export PLATFORM = sky130hd
export DESIGN_NAME = dxp_4bitadder
export DESIGN_NICKNAME = dxp_4bitadder
export VERILOG_FILES = /design/flow/design.v
export SDC_FILE = /design/flow/constraint.sdc
export NUM_CORES = 4
export LEC_CHECK = 1
export CORE_AREA = 10 10 70 70
export DIE_AREA = 0 0 80 80
```
`/design/flow/constraint.sdc`:
```
current_design dxp_4bitadder

set clk_period 2.8
set clk_io_pct 0.2

create_clock -name clk0 -period $clk_period

set non_clock_inputs [all_inputs -no_clocks]
set_input_delay [expr $clk_period * $clk_io_pct] -clock clk0 $non_clock_inputs
set_output_delay [expr $clk_period * $clk_io_pct] -clock clk0 [all_outputs]
```
`/design/flow/design.v`:
```
module dxp_4bitadder (carryin, x, y, s, carryout);
	input carryin;
	input	[3:0] x, y;
	output [3:0] s;
	output carryout;
	wire	[3:1] c;
	fulladd stage0 (carryin, x[0], y[0], s[0], c[1]);
	fulladd stage1 (c[1], x[1], y[1], s[1], c[2]);
	fulladd stage2 (c[2], x[2], y[2], s[2], c[3]);
	fulladd stage3 (c[3], x[3], y[3], s[3], carryout);
endmodule
module fulladd (Cin, x, y, s, Cout);
	input Cin, x, y;
	output s, Cout;
	assign s = x ^ y ^ Cin;
	assign Cout = (x & y) | (x & Cin) | (y & Cin);
endmodule
```
==> results.sh <==
# yosys + openroad results
export IMPL_ant_nets=0
export IMPL_ys_chip_area_um2=148
export IMPL_vias=130
export IMPL_synthCells=18
export IMPL_fmax_ghz=0.362
export IMPL_critPathMaxFanout=1
export IMPL_clock_buffers=0
export IMPL_rsz0062_at_grt="true"
export IMPL_maxSlewHeadroom_pct=93.7
export IMPL_grt_pass1_wl_um=627
export IMPL_layout_min_cycle_time_ns=2.76
export IMPL_syn_to_final_growth_pct=118
export IMPL_status="finished, final reports clean"
export IMPL_grt_max_degree=2
export IMPL_drive_above_1_share_pct=42.9
export IMPL_hold_path_class="in -> out"
export IMPL_drc=0
export IMPL_ys_sh_mux_pct=0
export IMPL_critPathKind="in -> out"
export IMPL_synth_top_cell_by_count="inv_1"
export IMPL_synth_cell_type_count=3
export IMPL_p_leak_nw=0.142
export IMPL_worst_pin_slew_ns=0.0936
export IMPL_cp_arrival_ns=2.20
export IMPL_synth_area_um2=148
export IMPL_chipArea_mm2=0.00640
export IMPL_log_warning_count=34
export IMPL_ys_cells=18
export IMPL_grt_antenna_before_repair=0
export IMPL_ys_sh_adder_pct=54.2
export IMPL_holdWs_ns=1.86
export IMPL_rows=21
export IMPL_drt_pass1_iter_count=1
export IMPL_finalCritPeriodShare_pct=98.7
export IMPL_yosys_warnings=0
export IMPL_routedWlPerCell_um=5.41
export IMPL_first_global_vias=152
export IMPL_yosysTopAreaCellShare_pct=54.2
export IMPL_seqCellArea_um2=0
export IMPL_top_logic_kind="adder cells"
export IMPL_gp_congestion=0.829
export IMPL_fp_util_pct=4.32
export IMPL_aoi_share_pct=0
export IMPL_hpwlAfterDp_um=412
export IMPL_drv_cap=0
export IMPL_top_area_cell="fa_1"
export IMPL_die_width_um=80
export IMPL_ios=14
export IMPL_drt_iter0_drc=0
export IMPL_yosysSeqAreaShare_pct=0
export IMPL_flops=0
export IMPL_cp_start_kind="input pin"
export IMPL_xor_share_pct=0
export IMPL_dpl_cell_area_um2=315
export IMPL_finalWirelength_um=400
export IMPL_setup_violations=0
export IMPL_overflow=0
export IMPL_core_mm2=0.00342
export IMPL_nFillCells=405
export IMPL_stdcell_area_um2=322
export IMPL_die_h_um=80
export IMPL_hold_viol=0
export IMPL_grt_total_usage_pct=1.25
export IMPL_irDropWorstVdd_mv=0.0300
export IMPL_port_buffers=14
export IMPL_power_density_mw_per_mm2=148
export IMPL_postLayoutCoreUtil_pct=9.41
export IMPL_syn_area_per_cell_um2=8.20
export IMPL_drv_slew=0
export IMPL_p_total_w=0.0000475
export IMPL_vias_per_cell=1.76
export IMPL_end_kind="output port"
export IMPL_area_leaders="fa_1 (54%), inv_1 (25%), buf_4 (20%)"
export IMPL_simple_gate_share_pct=0
export IMPL_synthTopCellsByCount="inv_1 (10), buf_4 (4), fa_1 (4)"
export IMPL_antenna_cells=0
export IMPL_worstPathRequired_ns=2.24
==> layer usage <==
layer	vias up	part of all wire (%)	track usage (%)
li1	60	-	-
met1	56	48	1.73
met2	14	23	1.44
met3	0	29	1.14
met4	0	0	0
met5	-	0	0
==> final timing paths <==
check | start | end | slack, ns | cells after the start
max | y[0] | s[3] | 0.04 | 10
min | carryin | s[0] | 1.86 | 5
==> cell type report <==
cell class,count,area [um2],area share (%)
multi-input cells,4,87.6,27.2
well taps,46,57.6,17.9
inverters,10,42.5,13.2
repair buffers,14,134,41.6
==> cells in the final DEF, fill, tap and decap left out <==
cell type / count
dlygate4sd2_1: 4
inv_1: 5
buf_2: 1
fa_2: 3
inv_4: 2
buf_6: 3
fa_1: 1
inv_2: 3
clkdlybuf4s50_1: 6
==> where the power goes <==
part           total (W)  internal [W]  switching [W]
combinational  0.0000475     0.0000317      0.0000158
sequential             0             0              0
clock                  0             0              0
total          0.0000475     0.0000317      0.0000158
==> through the flow <==
step	instances	setup slack, ns	setup TNS [ns]
after floorplan	18	0.103	0
after global placement	74	-0.775	-1.89
after detailed placement	74	-0.813	-2.05
after CTS	74	-0.0536	-0.0536
after global routing	74	-0.0668	-0.0668
final	74	0.0365	0
==> worst max-delay path, cell delays in order <==
cell   delay [ns]
buf_6        0.10
inv_4        0.04
fa_2         0.19
inv_2        0.04
fa_2         0.35
fa_2         0.34
inv_2        0.06
fa_1         0.39
inv_1        0.06
buf_2        0.08
==> timing repair <==
action | 4_1_cts | 5_1_grt
hold buffers | 0 | 0
endpoints found under the hold margin | 0 | 0
setup buffers | 0 | 0
resized | 28 | 2
endpoints found under the setup margin | 4 | 2
pin swaps | 4 | 4
==> logic make-up after synthesis <==
kind of cell and Yosys count:
buf+inv 14, fa+ha+maj 4
Power is estimated from default activity; no workload was simulated.
