==> /design/flow/design.v <==
module dxp_mux2to1_v (s, x1, x2, f);
	input x1, x2, s;
	output f;
assign 	f = s ? x2 : x1;
endmodule
module srg_32Bit_ALU (A, B, OperationSelect, Output, Overflow);
input [31:0] A, B;
input [2:0] OperationSelect;
output [31:0] Output;
output Overflow;
wire [31:0] notB, AdderOutput, AndOutput, OrOutput, ModifiedB, LogicOutput, ArithmeticOutput;
wire carryout, intermediateoverflow;
assign notB= ~B;
srg_32Bit_CLA Adder ( A, ModifiedB, AdderOutput, carryout, OperationSelect[2]); 
srg_32mux2to1 mux0  ( OperationSelect[2], B, notB, ModifiedB); 
genvar i;
generate
	for (i=0; i<32; i=i+1)
		begin: LogicBlock						 
		and(AndOutput[i], A[i], B[i]);
		or( OrOutput[i],A[i], B[i]);
		end
endgenerate
srg_32mux2to1 mux1 ( OperationSelect[0], AndOutput, OrOutput, LogicOutput);  
srg_32mux2to1 mux2 ( OperationSelect[0], AdderOutput, {32{carryout}}, ArithmeticOutput);  
srg_32mux2to1 mux3 ( OperationSelect[1], LogicOutput, ArithmeticOutput, Output); 
xor(intermediateoverflow, carryout, AdderOutput[31]);
and( Overflow, intermediateoverflow, OperationSelect[1]);
endmodule
module srg_32Bit_CLA(OpA, OpB, Result, Cout, cin);
input [31:0] OpA, OpB;
input cin;
output [31:0] Result;
output Cout;
wire [3:0] g, p;
wire c8, c16, c24;
assign c8 = g[0] | (p[0] & cin);
assign c16 = g[1] | (p[1] & g[0]) | (p[1] & p[0] & cin);
assign c24 = g[2] | (p[2] & g[1]) | (p[2] & p[1] & g[0]) | (p[2] & p[1] & p[0] & cin);
assign Cout = g[3] | (p[3] & g[2]) | (p[3] & p[2] & g[1]) | (p[3] & p[2] & p[1] & g[0]) | (p[3] & p[2] & p[1] & p[0] & cin);
srg_8Bit_CLA Block0 (OpA[7:0], OpB[7:0], Result[7:0] , cin, g[0], p[0]);
srg_8Bit_CLA Block1 (OpA[15:8], OpB[15:8], Result [15:8], c8, g[1], p[1]);
srg_8Bit_CLA Block2 (OpA[23:16], OpB[23:16], Result[23:16], c16, g[2], p[2]);
srg_8Bit_CLA Block3 (OpA[31:24], OpB[31:24], Result[31:24], c24, g[3], p[3]);
endmodule 
module srg_8Bit_CLA(A, B, Sum, Carryin, Generate, Propogate);
input [7:0] A, B;
input Carryin;
output [7:0] Sum;
wire [7:0] C, P, G;
output Generate, Propogate;
assign P= A ^ B;
assign G= A & B;
assign C[0]= Carryin;
assign C[1]= G[0] | (P[0]& C[0]);
assign C[2]= G[1] | (P[1] & G[0]) | (P[1] & P[0]& C[0]);
assign C[3]= G[2] | (P[2] & G[1]) | (P[2] & P[1] & G[0]) | (P[2] & P[1] & P[0]& C[0]);
assign C[4]= G[3] | (P[3] & G[2]) | (P[3] & P[2] & G[1]) | (P[3] & P[2] & P[1] & G[0]) | (P[3] & P[2] & P[1] & P[0]& C[0]);
assign C[5]= G[4] | (P[4] & G[3]) | (P[4] & P[3] & G[2]) | (P[4] & P[3] & P[2] & G[1]) | (P[4] & P[3] & P[2] & P[1] & G[0]) | (P[4] & P[3] & P[2] & P[1] & P[0]& C[0]);
assign C[6]= G[5] | (P[5] & G[4]) | (P[5] & P[4] & G[3]) | (P[5] & P[4] & P[3] & G[2]) | (P[5] & P[4] & P[3] & P[2] & G[1]) | (P[5] & P[4] & P[3] & P[2] & P[1] & G[0]) | (P[5] & P[4] & P[3] & P[2] & P[1] & P[0] & C[0]);
assign C[7]= G[6] | (P[6] & G[5]) | (P[6] & P[5] & G[4]) | (P[6] & P[5] & P[4] & G[3]) | (P[6] & P[5] & P[4] & P[3] & G[2]) | (P[6] & P[5] & P[4] & P[3] & P[2] & G[1]) | (P[6] & P[5] & P[4] & P[3] & P[2] & P[1] & G[0]) | (P[6] & P[5] & P[4] & P[3] & P[2] & P[1] & P[0]& C[0]);
assign Generate = G[7] | (P[7] & G[6]) | (P[7]& P[6] & G[5]) | (P[7] & P[6] & P[5] & G[4]) | (P[7] &P[6] & P[5] & P[4] & G[3]) | (P[7] &P[6] & P[5] & P[4] & P[3] & G[2]) | (P[7] & P[6] & P[5] & P[4] & P[3] & P[2] & G[1]) | (P[7] & P[6] & P[5] & P[4] & P[3] & P[2] & P[1] & G[0]);
assign Propogate = P[7] & P[6] & P[5] & P[4] & P[3] & P[2] & P[1] & P[0];
assign Sum = P^C;
endmodule 
module srg_32mux2to1 (sel, x0, x1, f);
	input sel;
	input [31:0] x0, x1;
	output [31:0]f;
	parameter numBits=32;
	genvar i;
	generate
		for(i= 0;i<numBits; i=i+1)
		begin: mux_Stage
			dxp_mux2to1_v	stage0 (sel, x0[i], x1[i], f[i]);
			end
	endgenerate
endmodule
==> /design/flow/run.sh <==
#!/bin/bash
# OpenROAD 26Q1-2900-gdf79404cd8, Yosys 0.63+post, stock flow scripts
make -C /OpenROAD-flow-scripts/flow DESIGN_CONFIG=/design/flow/config.mk WORK_HOME=/design/flow/orfs finish
==> /design/flow/config.mk <==
export PLATFORM = sky130hd
export DESIGN_NAME = srg_32Bit_ALU
export DESIGN_NICKNAME = srg_32Bit_ALU
export VERILOG_FILES = /design/flow/design.v
export SDC_FILE = /design/flow/constraint.sdc
export NUM_CORES = 4
export LEC_CHECK = 1
export CORE_UTILIZATION = 50
==> /design/flow/constraint.sdc <==
current_design srg_32Bit_ALU

set clk_period 13.8
set clk_io_pct 0.2

create_clock -name clk0 -period $clk_period

set non_clock_inputs [all_inputs -no_clocks]
set_input_delay [expr $clk_period * $clk_io_pct] -clock clk0 $non_clock_inputs
set_output_delay [expr $clk_period * $clk_io_pct] -clock clk0 [all_outputs]
==> results_slide.txt <==
Key Metrics from the Run

Run status
  – Status: complete, no violations

Setup path
  – Delay-heaviest family, CP: AND-OR/OR-AND gates
  – Critical Path RT: 11.04 ns
  – Crit-path max cell delay: approximately 0.5 ns
  – Critical path class: primary input to output pin
  – Critical-path top delay cell: clkdlybuf4s50_1
  – CP startpoint kind: primary input
  – Critical Path, Cell by Cell: buf_2 -> buf_4 -> xor2_1 -> ha_1 -> a21o_1 -> a221o_1 -> a32oi_2 -> a21boi_1 -> or2_2 -> fa_1 -> xor2_1 -> o211ai_1 -> o31ai_1 -> clkdlybuf4s50_1
  – Worst Setup End Kind: output pin
  – Crit path arrival time: 6.35 ns
  – Worst path bufs/invs: 3
  – CP max FO: 35
  – CP dominant cell by count: xor2_1

Placed design
  – Post-DP HPWL: 5.23 mm
  – Port Buffers: 100
  – Placed Cells: 525
  – GP Congestion: approximately 0.9

Yosys
  – Top cell area share: 0.139
  – Synth area leader: ha_1
  – Register share after synthesis: 0
  – Cell area leaders: ha_1 (14%), xor2_1 (12%), buf_4 (8.3%)
  – Syn avg cell area: a little over 7 um^2
  – Unique cell types: approximately 52
  – Top cells by count, synth: a21oi_1 (47), nor2_1 (45), xor2_1 (41), buf_4 (32), ha_1 (32)
  – Synth warnings: 0
  – Syn Std Cell Area: approximately 0.0029 mm^2
  – Synth Instances: about 400
  – YS chip area: between 0.002 and 0.003 mm^2
  – Yosys cell count: about 400
  – Count leader, synth: a21oi_1

Power and ir drop
  – Peak supply drop: between 0.02 and 0.03 mV
  – Pint: between 100 and 150 uW
  – Combinational share of power: 1.000
  – Sw Ratio: 0.464
  – Flop pwr share: 0
  – LEAKAGE: between 1 and 1.5 nW
  – Clock power frac: 0
  – Cell Pwr Density: ~54 mW/mm^2
  – NetSw: 92.0 uW

Final timing
  – Final setup TNS: 0 ns
  – Minimum clock period: 9.11 ns
  – Maximum clock rate: between 0.1 and 0.15 GHz
  – Count of final hold-check violations: 0
  – RSZ-0062 raised after global routing: no
  – Post-layout period usage: 0.660
  – Max-slew violations: 0
  – Worst rel slew slack: 0.581
  – Setup Viol. Count Final: 0
  – Worst-Margin Slew: around 0.63 ns

Floorplanning
  – Die X: 77.9 um
  – Fp_density: 0.519
  – CORE AREA: between 0.005 and 0.006 mm^2
  – Die area: approximately 0.0061 mm^2
  – Die height: between 70 and 80 um
  – Row cnt: 27
  – Io pins: about 100

Final layout
  – Register area: 0 um^2
  – # fillers: 501
  – Clock buf count: 0
  – Synth-to-layout area growth: 27.4%
  – Fin cells: approximately 530
  – Flip-flops: 0
  – Logic cell area: roughly 0.0025 mm^2
  – Share of cells above drive strength 1: 0.0353

Clock network
  – Post-cts resize count: 0
  – Hold_buf cts: 0
  – Post-CTS setup buffer count: 0

Routing
  – DR iter-0 viols: approximately 100
  – WL/cell: between 10 and 15 um
  – Final WL: approximately 7 mm
  – DRC: 0
  – Routed Antenna Nets: 0
  – DR pass1 iterations: 4
  – Antenna fix cells: 0
  – Via count: 2958
  – Vias per inst: between 5 and 6

Global routing
  – Gr ovfl total: 0
  – Initial antenna violation count: 0
  – Number of global-route vias before repair: around 2700
  – Largest net degree at the start of global routing: around 60
  – GRT Util Overall: 0.239
  – First-pass GRT wire length: 12.0 mm

Worst hold path
  – Hold EP: Output[26]
  – Min-Delay Path Class: primary input to output pin
  – Hold path cells: 5
  – Hold Crit Start: OperationSelect[1]

Run
  – MaxCap Viol Count: 0
  – Tool warning count: 33
## cell families after synthesis
kind of cell / Yosys count / share of synthesized area
multiplexers: 3 / 0.0104
XOR/XNOR: 58 / 0.177
AND/OR/NAND/NOR: 91 / 0.145
buffers and inverters: 61 / 0.122
AND-OR/OR-AND: 140 / 0.344
adder cells (fa/ha/maj): 47 / 0.202
## layout make-up
| type | instances | area share |
|---|---|---|
| inverter | 11 | 0.0113 |
| multi-input combinational | 339 | 0.689 |
| tap | 72 | 0.0246 |
| timing repair buffer | 103 | 0.275 |
## power by group through the flow
stage | Sequential (mW) | Clock (mW) | Combinational [mW]
4_1_cts | 0 | 0 | 0.200
5_1_grt | 0 | 0 | 0.222
6_report | 0 | 0 | 0.198
## through the flow
stage               power [mW]  setup WS, ns  cell area (um^2)  utilization  hold slack [ns]
floorplan                0.143          5.15              2880            -             5.76
global placement         0.198          4.72              3670        0.662             6.51
detailed placement       0.198          4.67              3670        0.662             6.53
finish                   0.198          4.69              3670        0.662             6.52
global route             0.222          4.45              3670        0.662             6.58
CTS                      0.200          4.67              3670        0.662             6.53
## metal layers
| metal | wire length, um | GRT usage | share of wire | up-vias |
|---|---|---|---|---|
| met5 | 0 | 0 | 0 | - |
| met4 | 23 | 0.0170 | 0.0033 | 0 |
| met3 | 312 | 0.00956 | 0.044 | 2 |
| met1 | 3380 | 0.344 | 0.48 | 1338 |
| li1 | - | - | - | 1551 |
| met2 | 3310 | 0.414 | 0.47 | 67 |
## tightest hold or removal path: stages
cell and delay, ns:
buf_2 0.10, buf_4 0.30, nor2_1 0.17, a21oi_1 0.05, clkdlybuf4s50_1 0.39
## worst max-delay path by stage
stage                               from    endpoint  slack [ns]  depth (start not counted)
after CTS             OperationSelect[2]  Output[25]        4.67                         14
after global routing  OperationSelect[2]  Output[25]        4.45                         14
final                 OperationSelect[2]  Output[25]        4.69                         14
## layout by cell type (no fill, tap or decap), types with 2 or more instances in the layout
cell type        count
clkdlybuf4s50_1     97
a21oi_1             47
nor2_1              45
xor2_1              41
ha_1                32
xnor2_1             17
o211ai_1            17
nand2_1             14
o31ai_1             14
maj3_1              12
inv_1               11
o21ai_0             11
a21o_1               8
nor3_1               6
nand3_1              5
o21bai_1             5
and3_1               5
a31oi_1              5
and2_1               4
o21a_1               4
nand4_1              3
a31oi_4              3
o221ai_1             3
o22a_1               3
mux2i_1              3
nor2b_1              3
fa_1                 3
buf_2                3
buf_4                3
a221oi_1             2
o21ai_1              2
o32ai_1              2
a41oi_1              2
Power and IR drop assume default switching activity.
