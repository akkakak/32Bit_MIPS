--- /design/flow/run.sh ---
#!/bin/bash
# OpenROAD 26Q1-2900-gdf79404cd8, Yosys 0.63+post, stock flow scripts
make -C /OpenROAD-flow-scripts/flow DESIGN_CONFIG=/design/flow/config.mk WORK_HOME=/design/flow/orfs finish
--- /design/flow/config.mk ---
export PLATFORM = sky130hd
export DESIGN_NAME = srg_Program_Memory
export DESIGN_NICKNAME = srg_Program_Memory
export VERILOG_FILES = /design/flow/design.v
export SDC_FILE = /design/flow/constraint.sdc
export NUM_CORES = 4
export LEC_CHECK = 1
export CORE_UTILIZATION = 40
--- /design/flow/constraint.sdc ---
current_design srg_Program_Memory

set clk_period 1.8
set clk_io_pct 0.2

create_clock -name clk0 -period $clk_period [get_ports {clk}]

set non_clock_inputs [all_inputs -no_clocks]
set_input_delay [expr $clk_period * $clk_io_pct] -clock clk0 $non_clock_inputs
set_output_delay [expr $clk_period * $clk_io_pct] -clock clk0 [all_outputs]
--- /design/flow/design.v ---
module srg_Program_Memory (WriteReadn, WriteData, clk, Address, ReadData);
input WriteReadn ,clk;  
input [31:0] Address;
input [7:0] WriteData;
output reg [31:0] ReadData;
reg [15:0]  ProgramMemory [7:0];
always @(posedge clk)
begin 
	if( WriteReadn == 0)
	begin
		ReadData <= {ProgramMemory [Address] [7:0], ProgramMemory[Address+1] [7:0], ProgramMemory[Address+2] [7:0], ProgramMemory[Address+3] [7:0]};
	end
	if (WriteReadn == 1)
	begin
		ProgramMemory[Address] [7:0] <= WriteData ;
	end
end
endmodule
==> results.py <==
# Physical implementation metrics
metrics = {
    "logic_synthesis": {
        "yosys.area.top_type": "edfxtp_1",
        "syn_area_per_cell_um2": 18.82,
        "synth_seq_share_pct": 62.00,
        "postSynth.asyncResetShare_pct": 0,
        "flop_cell": "edfxtp_1",
        "ys_cells": 247,
        "yosysWarnings": 1,
        "ys_area_um2": 4649,
        "edf_count": 96,
        "area_leaders": "edfxtp_1 62%, mux2_2 14%, mux4_2 8.7%, mux4_1 2.8%, mux2i_1 2.4%",
        "netlist_area_um2": 4649,
        "synth_cell_type_count": 21,
        "synth.most_common_cell": "edfxtp_1",
        "synth_cells": 247,
        "numSynthFlops": 96,
        "common_cells": "96 x edfxtp_1, 59 x mux2_2, 18 x mux4_2, 11 x mux2i_1",
        "netlist.area_leader.share_pct": 62.00,
    },
    "die": {
        "die_y_um": 109.8,
        "fp_util_pct": 40.89,
        "fp.dieW_um": 109.8,
        "die_area_um2": 12060,
        "fp.coreArea_um2": 11370,
        "rows": 39,
        "io-pin-count": 74,
    },
    "routing": {
        "drc": 0,
        "via_per_inst": 5.306,
        "detail-route-antenna-nets": 0,
        "first_pass_iters": 4,
        "wl_mm": 10.01,
        "n_antenna_cell": 0,
        "via_count": 2600,
        "drt-initial-drc-count": 115,
        "wl_per_cell_um": 20.43,
    },
    "layout": {
        "fillCellCount": 904,
        "synthToLayoutAreaGrowth_pct": 28.66,
        "design_area_um2": 5982,
        "fin_util_pct": 52.61,
        "drive_above_1_share_pct": 46.69,
    },
    "worst_setup_path": {
        "cp-start-kind": "input port",
        "critPathRequiredTime_ns": 1.89,
        "critPathBufInv": 3,
        "worst-setup-path-type": "in -> reg",
        "r2r-start": "ProgramMemory[4][5]",
        "crit_fanout": 4,
        "worst_path_dominant_cell_family": "buffers and inverters",
        "reg2reg_to": "ReadData[21]",
        "ff2ff_setup_slack_ns": 0.36,
        "crit_arrival_ns": 1.85,
        "worst_r2r_path_depth": 2,
        "critPathMaxStageDelay_ns": 0.47,
        "path_cells": "clkdlybuf4s50_1 -> buf_6 -> inv_2 -> ha_2 -> or2_2 -> o22ai_1 -> a21oi_1",
        "crit_path_top_delay_cell": "clkdlybuf4s50_1",
        "end_kind": "register",
    },
    "sta": {
        "clock.fmax_ghz": 0.5673,
        "fin_ws_ns": 0.03717,
        "rsz0062_at_grt": "true",
        "setup_viol": 0,
        "tightest_slew_ns": 0.3295,
        "relSlewSlack_pct": 78.03,
        "skew_ns": 0.007016,
        "period_minus_slack_ns": 1.763,
        "period_used_pct": 97.93,
        "maxSlewViolCount": 0,
        "hold_viol": 0,
    },
    "flow_run": {
        "maxCapViolCount": 0,
        "warning_count": 60,
    },
    "clocking": {
        "clock-root-buffer": "clkbuf_16",
        "cts_sinks": 96,
        "cts_made_buffers": 9,
        "cts.htree.levels": 3,
        "path_clk_slew_ns": 0.07,
        "cts_tree": "yes",
        "ctsHoldBuffers": 0,
        "clock_path_buffers": 2,
        "clk_latency_ns": 0.34,
    },
    "hold_path": {
        "hold_class": "in -> reg",
        "hold_path_depth": 3,
        "hp-start": "Address[0]",
        "whs_endpoint": "ProgramMemory[7][3]",
    },
    "grt": {
        "grt.overflow.total": 0,
        "grt_pass1_vias": 2666,
        "grt_max_degree": 24,
        "antenna_found_initial": 0,
        "grt_pass1_wl_mm": 15.19,
        "grtUsageTotal_pct": 19.38,
    },
    "placed_design": {
        "portBuffers": 44,
        "dpl_worst_slack_ns": -0.6319,
        "postPlaceCellArea_um2": 5623,
        "place_congestion": 0.8438,
        "hpwl_mm": 7.057,
    },
    "pwr": {
        "leakagePower_nw": 2.156,
        "p_per_area_nw_per_um2": 907.6,
        "peakVddDrop_v": 0.0004456,
    },
    "status": {
        "status": "finished clean",
    },
}
[state kept, by name (all words and copies together), names as in the netlist]
| name | count |
|---|---|
| ProgramMemory | 64 |
| ReadData | 32 |
[logic make-up after synthesis]
logic type | Yosys count | share of synthesized area (%)
mux | 98 | 29.82
buf+inv | 17 | 2.045
fa+ha+maj | 6 | 1.615
flops | 96 | 62.00
simple gates | 12 | 1.642
compound gates | 16 | 1.938
xor+xnor | 2 | 0.9420
[metrics by stage]
stage / power [mW] / cells / hold slack, ns / TNS (ns)
floorplan: 3.087 / 247 / 0.4589 / -0.8358
global placement: 3.442 / 470 / 0.7744 / -31.86
detailed placement: 3.447 / 470 / 0.7746 / -33.30
CTS: 5.475 / 487 / 0.6474 / 0
global route: 5.641 / 490 / 0.6666 / -0.008619
finish: 5.429 / 490 / 0.6541 / 0
[cell usage in the layout (no fill, tap or decap), types with 5 or more instances in the layout]
master           instances
edfxtp_1                96
and3_1                   8
mux2_2                  59
mux2i_1                 11
buf_4                   48
mux2_4                   5
o22ai_1                  8
mux4_1                   5
mux4_2                  18
clkbuf_16                9
clkdlybuf4s50_1         42
a21oi_1                  8
[report_power, final]
part | total, mW | leakage (nW) | internal, mW | switching [mW]
sequential | 2.65 | 0.893 | 2.61 | 0.0421
clock | 2.02 | 0.148 | 1.22 | 0.806
combinational | 0.756 | 1.12 | 0.464 | 0.292
[how the worst max path moves through the flow]
stage              start      endpoint  slack [ns]  cells after the start
finish        Address[2]  ReadData[12]        0.04                      7
CTS           Address[1]   ReadData[4]        0.02                      5
global route  Address[2]  ReadData[13]      -0.009                      7
[layout make-up]
class	count	area, µm²	area share (%)
clock inverter	7	96.34	1.611
inverter	4	23.77	0.3974
sequential	96	2883	48.19
clock buffer	9	225.2	3.765
timing repair buffer	97	888.4	14.85
multi-input combinational	134	1687	28.19
tap	143	178.9	2.991
[layer usage]
layer	global-route usage (%)	share of wire [%]
met5	0	0
met4	3.524	2.4
met3	6.344	8.4
met2	29.73	47
met1	29.65	42
[worst reg2reg max path, cell delays in order (launching register included)]
cell and delay (ns):
edfxtp_1 0.38, mux2_2 0.31, mux4_1 0.49
[what timing repair did]
action / 4_1_cts / 5_1_grt
gates resized: 4 / 1
buffers inserted: 1 / 3
hold endpoints to repair: 0 / 0
pin swaps: 1 / 1
endpoints found under the setup margin: 40 / 7
No activity file was given, so power comes from the tool's default toggle rates.
